==> flow/config.mk <==
export PLATFORM = sky130hd
export DESIGN_NAME = alu
export DESIGN_NICKNAME = alu
export VERILOG_FILES = /design/flow/design.v
export SDC_FILE = /design/flow/constraint.sdc
export NUM_CORES = 4
export LEC_CHECK = 1
export CORE_UTILIZATION = 40
==> flow/constraint.sdc <==
current_design alu

set clk_period 34.8
set clk_io_pct 0.2

create_clock -name clk0 -period $clk_period

set non_clock_inputs [all_inputs -no_clocks]
set_input_delay [expr $clk_period * $clk_io_pct] -clock clk0 $non_clock_inputs
set_output_delay [expr $clk_period * $clk_io_pct] -clock clk0 [all_outputs]
==> flow/design.v <==
module alu (
	input [2:0] ALUControl, input [31:0] A, input [31:0] B,   
	output [3:0] ALUFlags, output reg [31:0] Result, output reg [31:0] ResultExtra  
);
	wire [31:0] mux2_1;  
	wire [32:0] Sum;  
	wire Overflow, Carry,Negative, Zero;  
    wire [63:0] Product;
	wire [31:0] FactorA, FactorB;
	assign mux2_1 = (ALUControl[0]==0)? B: ~B;  
	assign Sum = A+mux2_1+ALUControl[0];  
	assign FactorA = (ALUControl[2]&ALUControl[1]&~ALUControl[0])?(A[31]?~A+1:A):A;
	assign FactorB = (ALUControl[2]&ALUControl[1]&~ALUControl[0])?(B[31]?~B+1:B):B;
	assign Product = (ALUControl[2]&ALUControl[1]&~ALUControl[0])?((A[31]^B[31])?~(FactorA*FactorB)+1:FactorA*FactorB):FactorA*FactorB;
	always @(*) begin
		casex (ALUControl)
			3'b00?: {ResultExtra, Result} = {32'b0, Sum[31:0]};  
			3'b010: {ResultExtra, Result} = {32'b0 , A & B};  
			3'b011: {ResultExtra, Result} = {32'b0, A | B};  
            3'b1??: {ResultExtra, Result} = Product;
		endcase
	end
  	assign Overflow = ~(ALUControl[0]^A[31]^B[31]) & (Sum[31]^A[31]) & ~ALUControl[1];  
	assign Zero = (32'b0 == Result) & (32'b0 == ResultExtra);  
	assign Negative = ALUControl[2] ? ResultExtra[31] : Result[31];  
	assign Carry = ~ALUControl[1] & Sum[32];  
	assign ALUFlags = {Negative, Zero, Carry, Overflow};  
endmodule
==> flow/run.sh <==
#!/bin/bash
# OpenROAD 26Q1-2900-gdf79404cd8, Yosys 0.63+post, stock flow scripts
make -C /OpenROAD-flow-scripts/flow DESIGN_CONFIG=/design/flow/config.mk WORK_HOME=/design/flow/orfs finish
==> impl_metrics.json <==
{
  "outcome": "completed",
  "yosysUniqueCellTypes": 107,
  "tightest_slew_ps": 1150,
  "grt_use_met2": 0.487,
  "ys_seq_frac": 0,
  "crit_top_cell": "fa_1",
  "hold_depth": 3,
  "postCtsSetupRepairBufs": 0,
  "fill_cells": 9979,
  "dp_slack_ps": 7200,
  "endpoint_kind": "primary output",
  "grt_pass1_vias": 36800,
  "viasPerCell": 5.61,
  "dpl.hpwl_mm": 131,
  "max_clock_freq_mhz": 36.1,
  "antennaDiodeCount": 0,
  "dieHeight_um": 320,
  "grt_first_pass_wirelength_mm": 242,
  "ys_area_sq_um": 40500,
  "routedWlPerCell_um": 25.5,
  "yosys-stat-cells": 5013,
  "seq_area_sq_um": 0,
  "final_cell_area_sq_um": 43800,
  "seq_cells": 0,
  "holdCritPathClass": "in2out",
  "holdWs_ps": 14820,
  "gr-usage-met1": 0.459,
  "criticalPathCategory": "in2out",
  "tns_ps": 0,
  "netlist_instances": 5013,
  "cp_slowest_cell": "nor3_2",
  "wl_mm": 161,
  "grt_busiest_layer": "met2",
  "fp_util": 0.404,
  "period_needed_ps": 27740,
  "cap_violations": 0,
  "combGateArea_sq_um": 36300,
  "ys_warn_count": 1,
  "hp-start": "ALUControl[2]",
  "io_pins": 135,
  "chipWidth_um": 320,
  "hold_path_end": "Result[4]",
  "fp.coreArea_sq_um": 100000,
  "grt_usage": 0.341,
  "numPortBuffers": 135,
  "clockBufferCount": 0,
  "final_antenna_net_count": 0,
  "drc": 0,
  "grt_start_max_net_pins": 61,
  "grt_setup_unrepaired": "false",
  "synth.avg_cell_area_sq_um": 8.07,
  "crit_required_ps": 27840,
  "cts_resized": 0,
  "slew_headroom": 0.228,
  "finalHoldViolCount": 0,
  "antenna_found_initial": 1,
  "netlist_area_sq_um": 40500,
  "final_max_slew_viol_count": 0,
  "die-area_sq_um": 102000,
  "gp_congestion": 1.03,
  "drt_first_pass_iters": 6,
  "place_area_sq_um": 43800,
  "drtIter0Drc": 2439,
  "setup_violations": 0,
  "setup_ws_ps": 7060,
  "drive_above_1_share": 0.0532,
  "period_used_share": 0.797,
  "cts_hold_repair.buffers": 0,
  "vias": 35400,
  "critPathMaxFanout": 26,
  "grt_overflow_total": 0,
  "warnings": 33,
  "cpPeakStageDelay_ps": 580,
  "met3_usage": 0.172,
  "syn2layout_area_growth_pct": 8.28,
  "critPathArrivalTime_ps": 20780,
  "row_count": 116,
  "startpoint_type": "primary input"
}
stage by stage:
stage / util / cells
5_1_grt: 0.438 / 6317
2_1_floorplan: - / 5013
4_1_cts: 0.438 / 6317
3_5_place_dp: 0.438 / 6317
6_report: 0.438 / 6317
3_3_place_gp: 0.438 / 6317
logic make-up after synthesis:
kind of cell,after synthesis,synth area share
and+or+nand+nor,1739,0.189
adders and majority gates,1219,0.542
buffers and inverters,1186,0.112
AOI/OAI and AO/OA,619,0.103
xor gates and xnor gates,228,0.0495
muxes,22,0.00560
cell type report:
class,instances,share of cell area
Tap cell,1298,0.0371
Inverter,908,0.0778
Multi-Input combinational cell,3827,0.829
Timing Repair Buffer,284,0.0562
worst max-delay path, delay by kind of cell:
| family | cells | cell delay [ps] |
|---|---|---|
| AND-OR/OR-AND | 6 | 1490 |
| XOR/XNOR | 1 | 180 |
| adder cells (fa/ha/maj) | 10 | 4850 |
| buffers and inverters | 8 | 2000 |
| AND/OR/NAND/NOR | 16 | 5260 |
cells in the mapped netlist (36+ instances only):
library cell | n | area share
ha_1 | 299 | 0.092
o21ai_0 | 116 | 0.014
xor2_1 | 121 | 0.026
nor2_1 | 714 | 0.066
a21oi_1 | 156 | 0.019
nand3_1 | 52 | 0.0064
and2_1 | 44 | 0.0068
nor3_1 | 51 | 0.0063
and3_1 | 36 | 0.0056
fa_1 | 897 | 0.44
xnor2_1 | 106 | 0.023
a21o_1 | 41 | 0.0076
nand2_1 | 637 | 0.059
clkbuf_1 | 247 | 0.023
inv_1 | 908 | 0.084
cell usage in the layout (no fill, tap or decap), drive strengths merged, types with 23 or more instances in the layout:
cell type,count
a21oi,159
nor2,715
or3,27
buf,151
a21o,41
xor2,122
inv,908
nor4,31
xnor2,106
fa,897
clkdlybuf4s50,133
and3,36
maj3,23
o21ai,137
nand2,637
a211oi,31
ha,299
nor3,52
nand3,52
a31oi,29
and2,45
o211ai,26
nand4,38
and4,26
worst max-delay path by stage:
| stage | from | endpoint | slack [ps] | cells after the start |
|---|---|---|---|---|
| global route | B[0] | ALUFlags[2] | 6300 | 41 |
| finish | B[0] | ALUFlags[2] | 7060 | 41 |
| CTS | B[0] | ALUFlags[2] | 7190 | 40 |
metal layers:
layer  up-vias  share of wire
met4         8          0.045
met1     17700           0.38
li1      15600              -
met5         -         0.0015
met3       275           0.14
met2      1830           0.43
